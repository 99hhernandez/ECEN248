## flow/design.v

```verilog
`timescale 1ns / 1ps
`default_nettype none
module block_carry_lookahead_unit(G_star,P_star,C,G,P,C0);
    output wire G_star,P_star;   
    output wire [3:1] C;     
    input wire [3:0] G,P;    
    input wire C0;           
    assign #4 C[1] = (C0 & P[0]) | G[0];
    assign #4 C[2] = (C0 & P[0] & P[1]) | (G[0] & P[1]) | G[1];
    assign #4 C[3] = (P[0] & P[1] & P[2] & C0) | (G[0] & P[1] & P[2]) | (P[2] & G[1]) | G[2];
    assign #4 G_star = G[3] | (P[3] & C[3]);
    assign #2 P_star = P[3] & P[2] & P[1] & P[0];
endmodule
`timescale 1ns / 1ps
`default_nettype none
module carry_lookahead_16bit(Cout,S,X,Y,Cin);
    output wire Cout;        
    output wire [15:0] S;    
    input wire [15:0] X,Y;   
    input wire Cin;          
    wire [16:0] C;               
    wire [15:0] P,G;             
    wire [3:0] P_star,G_star;    
    assign C[0] = Cin;
    generate_propagate_unit GPU0(G,P,X,Y);
    block_carry_lookahead_unit BCLAU0(
        .G_star (G_star[0]),
        .P_star (P_star[0]),
        .C (C[3:1]),
        .G (G[3:0]),
        .P (P[3:0]),
        .C0 (C[0])
    );
    block_carry_lookahead_unit BCLAU1(
        .G_star (G_star[1]),
        .P_star (P_star[1]),
        .C (C[7:5]),
        .G (G[7:4]),
        .P (P[7:4]),
        .C0 (C[4])
    );
    block_carry_lookahead_unit BCLAU2(
        .G_star (G_star[2]),
        .P_star (P_star[2]),
        .C (C[11:9]),
        .G (G[11:8]),
        .P (P[11:8]),
        .C0 (C[8])
    );
    block_carry_lookahead_unit BCLAU3(
        .G_star (G_star[3]),
        .P_star (P_star[3]),
        .C (C[15:13]),
        .G (G[15:12]),
        .P (P[15:12]),
        .C0 (C[12])
    );
    carry_lookahead_unit CLAU0(
        .C ({C[16],C[12],C[8],C[4]}),
        .G (G_star),
        .P (P_star),
        .C0 (C[0])
    );
    summation_unit SU0(S,P,C);
    assign Cout = C[16];
endmodule
`timescale 1ns / 1ps
`default_nettype none
module carry_lookahead_unit(C,G,P,C0);
    output wire [4:1] C;     
    input wire [3:0] G,P;   
    input wire C0;           
    assign #4 C[1] = G[0] | (P[0] & C0);
    assign #4 C[2] = G[1] | (P[1] & C[1]);
    assign #4 C[3] = G[2] | (P[2] & C[2]);
    assign #4 C[4] = G[3] | (P[3] & C[3]);
endmodule
`timescale 1ns / 1ps
`default_nettype none
module generate_propagate_unit(G,P,X,Y);
    output wire [15:0] G,P;
    input wire [15:0] X,Y;
    assign #2 G = X & Y;
    assign #2 P = X ^ Y;
endmodule
`timescale 1ns / 1ps
`default_nettype none
module summation_unit(S,P,C);
    output wire [15:0] S;     
    input wire [15:0] P,C;    
    assign #2 S = P ^ C;
endmodule
```

## flow/run.sh

```bash
#!/bin/bash
# OpenROAD 26Q1-2900-gdf79404cd8, Yosys 0.63+post, stock flow scripts
make -C /OpenROAD-flow-scripts/flow DESIGN_CONFIG=/design/flow/config.mk WORK_HOME=/design/flow/orfs finish
```

## flow/config.mk

```make
export PLATFORM = sky130hd
export DESIGN_NAME = carry_lookahead_16bit
export DESIGN_NICKNAME = carry_lookahead_16bit
export VERILOG_FILES = /design/flow/design.v
export SDC_FILE = /design/flow/constraint.sdc
export NUM_CORES = 4
export LEC_CHECK = 1
export CORE_AREA = 10 10 70 70
export DIE_AREA = 0 0 80 80
```

## flow/constraint.sdc

```tcl
current_design carry_lookahead_16bit

set clk_period 15.5
set clk_io_pct 0.2

create_clock -name clk0 -period $clk_period

set non_clock_inputs [all_inputs -no_clocks]
set_input_delay [expr $clk_period * $clk_io_pct] -clock clk0 $non_clock_inputs
set_output_delay [expr $clk_period * $clk_io_pct] -clock clk0 [all_outputs]
```

==> impl_metrics.py <==
# Synthesis and PnR figures
metrics = {
    "floorplanning": {
        "io_pins": 50,
        "fp.dieW_microns": 80,
        "chipArea_sq_um": 6400,
        "initCoreUtil": 0.2227,
        "fp.dieH_microns": 80,
        "core_sq_um": 3416,
        "rows": 21,
    },
    "sta": {
        "hold_viol": 0,
        "setup_tns_ps": 0,
        "tightest_slew_ps": 380.6,
        "period_minus_slack_ps": 11050,
        "period_used_share": 0.7127,
        "slew_headroom": 0.7436,
        "fmaxAchievable_mhz": 90.53,
        "rsz0062_at_grt": "false",
        "slew_violations": 0,
        "setup_violations": 0,
    },
    "setup_path": {
        "critPathCaptureType": "output pin",
        "crit_fanout": 4,
        "path_class": "in -> out",
        "cp_data_required_time_ps": 12400,
        "critical_path_arrival_ps": 7950,
        "endpoint": "S[15]",
        "cp-start-kind": "input pin",
        "startpoint": "X[0]",
    },
    "synth": {
        "synth_warnings": 1,
        "synth_area_per_cell_sq_um": 8.950,
        "synth_chip_area_sq_um": 760.7,
        "topCombFamilyByArea": "adder cells",
        "ys_sh_aoi": 0.1743,
        "simple_gate_area_frac": 0.1497,
        "synth_seq_share": 0,
        "ys_cells": 85,
        "ys_sh_adder": 0.5395,
        "syn-cell-area_sq_um": 760.7,
        "synthCells": 85,
        "mux_share": 0,
        "ys_sh_xor": 0.09211,
        "yosys.cell_types.count": 23,
    },
    "power": {
        "fin_total_pwr_w": 0.00005260,
        "leakagePower_nw": 0.5635,
        "peakVddDrop_uv": 11.54,
        "power_density_nw_per_um2": 39.89,
    },
    "global_route": {
        "grt_pass1_vias": 779,
        "grt_usage": 0.06477,
        "grt_pass1_wl_microns": 3532,
        "grt_max_degree": 6,
        "antenna_found_initial": 0,
        "overflow": 0,
    },
    "cells_and_area": {
        "syn_to_final_growth_pct": 73.35,
        "ff_latch_area_sq_um": 0,
        "n_clock_buffer": 0,
        "final_area_sq_um": 1319,
        "drive_gt1_frac": 0.03704,
        "flops": 0,
    },
    "place": {
        "portBuffers": 50,
        "place_congestion": 0.7338,
        "placed_area_sq_um": 1319,
        "dp_hpwl_microns": 2084,
    },
    "hold_path": {
        "min_path_cells": 5,
        "hp-start": "Y[0]",
        "hold_path_class": "in -> out",
    },
    "cts": {
        "ctsHoldBuffers": 0,
        "post_cts_buffers": 0,
        "cts_resized": 0,
    },
    "drt": {
        "first_pass_iters": 4,
        "drc": 0,
        "wl_per_cell_microns": 12.23,
        "antenna_cells_inserted": 0,
        "num_vias": 752,
        "routed_wl_microns": 2213,
        "drtIter0Drc": 34,
        "ant_nets": 0,
        "drt-vias-per-instance": 4.155,
    },
    "status": {
        "status": "finished clean",
    },
    "job": {
        "warning_count": 40,
        "cap_viol_max_count": 0,
    },
}
==> cell type report <==
type / instances / area [sq um]
inverters: 9 / 33.78
multi-input cells: 76 / 726.9
well taps: 46 / 57.56
fillers: 356 / 2097
repair buffers: 50 / 500.5
==> cells in the final DEF, fill, tap and decap left out, types with 2 or more instances in the layout <==
master	instances
nor3_1	2
o21ai_0	2
inv_1	9
xnor2_1	5
o21a_1	4
or2_2	2
nand3_1	4
ha_1	20
xor2_1	3
a21oi_1	5
nand2_1	3
fa_1	8
o21bai_1	3
clkdlybuf4s50_1	50
a21o_1	2
nor2_1	5
==> through the flow <==
step	cells	utilization	setup WS [ps]	hold slack, ps
6_report	181	0.3861	4454	7293
5_1_grt	181	0.3861	4110	7351
4_1_cts	181	0.3861	4442	7317
3_3_place_gp	181	0.3861	4478	7304
3_5_place_dp	181	0.3861	4475	7316
2_1_floorplan	85	-	5735	6307
==> worst max-delay path, cell delays in order <==
cell and delay, ps:
clkdlybuf4s50_1 430, ha_1 320, nand2_1 130, nand2b_1 70, a21oi_1 140, o21bai_1 80
fa_1 400, o21bai_1 230, nand2_1 120, a21oi_1 80, fa_1 390, a211oi_2 360
a21oi_1 140, fa_1 400, a21o_1 170, a21o_1 170, a21oi_1 140, o31a_1 160
fa_1 400, inv_1 70, clkdlybuf4s50_1 460
==> cells by family after synthesis <==
kind of cell             count (synthesis)
AND/OR/NAND/NOR                         21
adder cells (fa/ha/maj)                 28
XOR/XNOR                                 8
AND-OR/OR-AND                           19
buffers and inverters                    9
==> layer usage <==
metal  part of all wire  global-route usage  vias to the layer above
met4                  0                   0                        0
met1               0.41             0.07916                      337
met3              0.072             0.01477                        0
met2               0.52              0.1188                       20
met5                  0                   0                        -
li1                   -                   -                      395
==> Yosys cell counts (2+ instances only) <==
cell type,number,area (sq um)
nand3_1,4,20.02
fa_1,8,160.2
a21oi_1,5,25.02
inv_1,9,33.78
or2_2,2,12.51
xor2_1,3,26.28
xnor2_1,5,43.79
ha_1,20,250.2
nor3_1,2,10.01
o21ai_0,2,10.01
o21a_1,4,30.03
nor2_1,5,18.77
a21o_1,2,15.01
nand2_1,3,11.26
o21bai_1,3,22.52
==> worst min path at each step <==
stage | endpoint | slack, ps
5_1_grt | S[0] | 7350
4_1_cts | S[15] | 7320
6_report | S[0] | 7290
==> report_power, final <==
group | total [W] | internal (W) | switching [W]
combinational | 0.0000526 | 0.0000345 | 0.0000181
sequential | 0 | 0 | 0
clock | 0 | 0 | 0
total | 0.0000526 | 0.0000345 | 0.0000181
Power figures rest on the tool's default switching activity, not on a simulated workload.
