==> design/flow/design.v <==
`timescale 1ns / 1ps
`default_nettype none
module carry_lookahead_4bit(Cout,S,X,Y,Cin);
    output wire Cout;        
    output wire [3:0] S;     
    input wire [3:0] X,Y;    
    input wire Cin;          
    wire [3:0] G,P;
    wire [4:1] C;
    generate_propagate_unit GPU0(G,P,X,Y);
    carry_lookahead_unit CLU0(C,G,P,Cin);
    summation_unit SU0(S,P,{C[3:1],Cin});
    assign Cout = C[4];
endmodule
`timescale 1ns / 1ps
`default_nettype none
module carry_lookahead_unit(C,G,P,C0);
    output wire [4:1] C;     
    input wire [3:0] G,P;   
    input wire C0;           
    assign #4 C[1] = G[0] | (P[0] & C0);
    assign #4 C[2] = G[1] | (P[1] & C[1]);
    assign #4 C[3] = G[2] | (P[2] & C[2]);
    assign #4 C[4] = G[3] | (P[3] & C[3]);
endmodule
`timescale 1ns / 1ps
`default_nettype none
module generate_propagate_unit(G,P,X,Y);
    output wire [15:0] G,P;
    input wire [15:0] X,Y;
    assign #2 G = X & Y;
    assign #2 P = X ^ Y;
endmodule
`timescale 1ns / 1ps
`default_nettype none
module summation_unit(S,P,C);
    output wire [15:0] S;     
    input wire [15:0] P,C;    
    assign #2 S = P ^ C;
endmodule
==> design/flow/run.sh <==
#!/bin/bash
# OpenROAD 26Q1-2900-gdf79404cd8, Yosys 0.63+post, stock flow scripts
make -C /OpenROAD-flow-scripts/flow DESIGN_CONFIG=/design/flow/config.mk WORK_HOME=/design/flow/orfs finish
==> design/flow/config.mk <==
export PLATFORM = sky130hd
export DESIGN_NAME = carry_lookahead_4bit
export DESIGN_NICKNAME = carry_lookahead_4bit
export VERILOG_FILES = /design/flow/design.v
export SDC_FILE = /design/flow/constraint.sdc
export NUM_CORES = 4
export LEC_CHECK = 1
export CORE_AREA = 10 10 70 70
export DIE_AREA = 0 0 80 80
==> design/flow/constraint.sdc <==
current_design carry_lookahead_4bit

set clk_period 3.8
set clk_io_pct 0.2

create_clock -name clk0 -period $clk_period

set non_clock_inputs [all_inputs -no_clocks]
set_input_delay [expr $clk_period * $clk_io_pct] -clock clk0 $non_clock_inputs
set_output_delay [expr $clk_period * $clk_io_pct] -clock clk0 [all_outputs]
==> reports/qor.csv <==
metric,value,unit
drt_iter0_drc,0,
finalCritPeriodShare,93.1,%
antenna-diode-count,0,
worstSetupPathType,primary input to output pin,
grt_setup_unrepaired,false,
min_path_type,primary input to output pin,
slowest_delay,460,ps
regArea,0,um^2
slew_headroom,93.4,%
dieHeight,80,um
syn_inst,14,
path_cells,dlygate4sd2_1 -> inv_2 -> fa_2 -> inv_2 -> fa_2 -> fa_2 -> inv_2 -> fa_1 -> inv_1 -> clkdlybuf4s50_1,
grt-ovfl-total,0,
firstDrtPassIters,1,
syn_to_final_growth,170,%
cts_resized,12,
vias,129,
grt_pass1_wl,627,um
cellLeakagePower,0.000135,uW
worstSetupEndpointType,output pin,
power,36.8,uW
fp_util,3.44,%
ys_warn_count,7,
cts_setup_buffers,0,
coreArea,3420,um^2
drt-total-wl,428,um
antenna_found_initial,0,
holdWs,2410,ps
critPathSlowestCell,clkdlybuf4s50_1,
warning_count,32,
ant_nets,0,
portBuffers,14,
drv_slew,0,
die_w,80,um
via_per_inst,1.74,
ys_chip_area,118,um^2
worstMarginPinSlew,98.6,ps
period_needed,3540,ps
crit_fanout,1,
nClkBuffers,0,
synthDistinctLibCells,2,
cp.arrival,2780,ps
drive_above_1_share,28.6,%
post-route-util,9.30,%
gp_congestion,0.787,
hold_buffers,0,
grt_use_total,1.25,%
boundaryPins,14,
synth.avg_cell_area,8.40,um^2
grt_max_degree,2,
irDropWorstVdd,0.0320,mV
synth_area,118,um^2
grt_pass1_vias,149,
run_status,finished clean,
max_cap_violations,0,
cp-start-kind,primary input,
wire_per_inst,5.78,um
chip_area,6400,um^2
cp.required,3040,ps
power_density,116,nW/um^2
yosysSeqAreaShare,0,%
rows,21,
setup_violations,0,
fmax,283,MHz
hpwl,419,um
drc,0,
flops,0,
final-hold-violation-count,0,
yosys_cells,14,
-- per-layer routing --
| metal | share of wire (%) | up-vias | GRT usage, % |
|---|---|---|---|
| met3 | 19 | 0 | 0.455 |
| met5 | 0 | - | 0 |
| li1 | - | 60 | - |
| met4 | 0 | 0 | 0 |
| met2 | 34 | 13 | 2.09 |
| met1 | 47 | 56 | 1.60 |
-- critical path, delay by kind of cell --
kind / cells / cell delay (ps)
adder cells (fa/ha/maj): 4 / 1160
buffers and inverters: 6 / 860
-- synth_stat cells --
cell type / number / area (um^2)
fa_1: 4 / 80.1
inv_1: 10 / 37.5
-- metrics by stage --
step / setup TNS, ps / cells / setup WS (ps) / area, um^2
2_1_floorplan: 0 / 14 / 803 / 118
3_3_place_gp: -179 / 74 / -179 / 315
3_5_place_dp: -235 / 74 / -213 / 315
4_1_cts: 0 / 74 / 228 / 318
5_1_grt: 0 / 74 / 150 / 318
6_report: 0 / 74 / 263 / 318
-- final cells by class --
type | count | area, um^2
multi-input combinational | 4 | 87.6
inverter | 10 | 37.5
tap | 46 | 57.6
fill | 406 | 3100
timing repair buffer | 14 | 135
-- power breakdown --
part | leakage [uW] | switching [uW] | total (uW) | internal, uW
combinational | 0.000135 | 11.2 | 36.8 | 25.6
clock | 0 | 0 | 0 | 0
sequential | 0 | 0 | 0 | 0
total | 0.000135 | 11.2 | 36.8 | 25.6
-- placed cells by master, fill, tap and decap left out --
cell             Yosys  layout
clkdlybuf4s50_1      0      10
dlygate4sd2_1        0       4
fa_2                 0       3
inv_1               10       5
inv_2                0       5
fa_1                 4       1
-- cells by family (layout without fill, tap and decap cells) --
| logic type | Yosys count | count (layout) | synth area share (%) |
|---|---|---|---|
| buf+inv | 10 | 24 | 31.9 |
| fa+ha+maj | 4 | 4 | 68.1 |
-- path summary, 6_finish.rpt --
path / slack, ps / cells past startpoint / start / to
worst max-delay path: 260 / 10 / Cin / Cout
worst min-delay path: 2410 / 5 / Y[3] / S[3]
Power and IR drop assume default switching activity.
