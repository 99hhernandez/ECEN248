$ cat flow/config.mk
export PLATFORM = sky130hd
export DESIGN_NAME = tlc_controller_ver1
export DESIGN_NICKNAME = tlc_controller_ver1
export VERILOG_FILES = /design/flow/design.v
export SDC_FILE = /design/flow/constraint.sdc
export NUM_CORES = 4
export LEC_CHECK = 1
export CORE_UTILIZATION = 50
$ cat flow/constraint.sdc
current_design tlc_controller_ver1

set clk_period 6.1
set clk_io_pct 0.2

create_clock -name clk0 -period $clk_period [get_ports {Clk}]

set non_clock_inputs [all_inputs -no_clocks]
set_input_delay [expr $clk_period * $clk_io_pct] -clock clk0 $non_clock_inputs
set_output_delay [expr $clk_period * $clk_io_pct] -clock clk0 [all_outputs]
$ cat flow/design.v
 `timescale 1ns /1ps
module synchronizer(
     output wire OutSignal, 
     input wire InSignal, 
     input wire Clk
);
     reg buff0, buff1, buff2;
     always@(posedge Clk)
            begin
               buff0 <= InSignal;
               buff1 <= buff0;
               buff2  <= buff1;
            end
     assign OutSignal = buff2;
endmodule
`default_nettype none
module tlc_controller_ver1(
    output wire [1:0] highwaySignal, farmSignal,         
    output wire [3:0] JB,
    input wire Clk,
    input wire Rst,                                       
    input wire farmSensor
);
    wire RstSync;
    wire RstCount;
    reg [30:0] Count;
    assign JB[3] = RstCount;
    synchronizer syncRst(RstSync, Rst, Clk);
    tlc_fsm FSM(
        .state(JB[2:0]),         
        .RstCount(RstCount),
        .highwaySignal(highwaySignal),
        .farmSignal(farmSignal),
        .Count(Count),
        .Clk(Clk),
        .Rst(RstSync),
        .farmSensor(farmSensor)
);
    always@(posedge Clk)
        if(RstCount)
            Count = 0;
        else 
            Count = Count + 1;
endmodule
module tlc_fsm(
    output reg [2:0] state,      
    output reg  RstCount,        
    output reg [1:0] highwaySignal, farmSignal,
    input wire [30:0] Count,
    input wire Clk, Rst,          
    input wire farmSensor       
);
    parameter S0 = 3'b000,
              S1 = 3'b001,
              S2 = 3'b010,
              S3 = 3'b011,
              S4 = 3'b100,
              S5 = 3'b101,
              S6 = 3'b110,
              G = 2'b11,
              R = 2'b01,
              Y = 2'b10;
    reg [2:0] nextState;
    always@(*)           
        case(state)
            S0: begin
                if(Count == 31'b1011001011010000010111100000000 && farmSensor == 1) begin        
                    nextState = S1;
                    highwaySignal = Y;
                    farmSignal = R;
                    RstCount = 1;
                    end
                else begin
                    nextState = S0;
                    highwaySignal = G;
                    farmSignal = R;
                    RstCount = 0;
                    end
                end
            S1: begin
                if(Count == 31'b001000111100001101000110000000) begin                            
                    nextState = S2;
                    highwaySignal = R;
                    farmSignal = R;
                    RstCount = 1;
                    end
                else begin
                    nextState = S1;
                    highwaySignal = Y;
                    farmSignal = R;
                    RstCount = 0;
                    end
                end
            S2: begin
                if(Count == 31'b0000010111110101111000010000000) begin                           
                    nextState = S3;
                    highwaySignal = R;
                    farmSignal = G;
                    RstCount = 1;
                    end
                else begin
                    nextState = S2;
                    highwaySignal = R;
                    farmSignal = R;
                    RstCount = 0;
                    end
                end
            S3: begin
                if(Count == 31'b001000111100001101000110000000 && farmSensor == 0) begin         
                    nextState = S4;
                    highwaySignal = R;
                    farmSignal = Y;
                    RstCount = 1;
                    end
                else if (Count == 31'b001000111100001101000110000000 && farmSensor == 1) begin   
                    nextState = S5;
                    highwaySignal = R;
                    farmSignal = G;
                    RstCount = 1;
                    end
                end
            S4: begin
                if(Count == 31'b001000111100001101000110000000) begin                            
                    nextState = S6;
                    highwaySignal = R;
                    farmSignal = R;
                    RstCount = 1;
                    end
                else begin
                    nextState = S4;
                    highwaySignal = R;
                    farmSignal = Y;
                    RstCount = 0;
                    end
                end
            S5: begin
                if(Count == 31'b0101100101101000001011110000000) begin                           
                    nextState = S4;
                    highwaySignal = R;
                    farmSignal = Y;
                    RstCount = 1;
                    end
                else begin
                    nextState = S5;
                    highwaySignal = R;
                    farmSignal = G;
                    RstCount = 0;
                    end
                end
            S6: begin
                if (Count == 31'b0000010111110101111000010000000) begin                          
                    nextState = S0;
                    highwaySignal = G;
                    farmSignal = R;
                    RstCount = 1;
                    end
                else begin
                    nextState = S6;
                    highwaySignal = R;
                    farmSignal = R;
                    RstCount = 0;
                    end
                end
        endcase
    always@(posedge Clk)
        if(Rst)
            state <= S0;
        else
            state <= nextState;
endmodule
$ cat flow/run.sh
#!/bin/bash
# OpenROAD 26Q1-2900-gdf79404cd8, Yosys 0.63+post, stock flow scripts
make -C /OpenROAD-flow-scripts/flow DESIGN_CONFIG=/design/flow/config.mk WORK_HOME=/design/flow/orfs finish
==> results.sh <==
# yosys + openroad results
export IMPL_hold_path_class="flop to flop"
export IMPL_cp_arrival_ns=1.40
export IMPL_clk_latency_ns=0.29
export IMPL_pwr_share_clk_pct=46.7
export IMPL_cts_resized=0
export IMPL_end_kind="output port"
export IMPL_p_leak_nw=0.882
export IMPL_fin_setup_tns_ns=0
export IMPL_power_switching_fraction_pct=20.1
export IMPL_vias=1801
export IMPL_async_reset_ff_share_pct=0
export IMPL_post_cts_buffers=0
export IMPL_pre_cts_slack_ns=3.80
export IMPL_die_h_um=67.9
export IMPL_numSynthFlops=45
export IMPL_p_int_w=0.000366
export IMPL_final_max_slew_violation_count=0
export IMPL_cap_violations=0
export IMPL_setup_ws_ns=3.48
export IMPL_cp_slowest_cell="dfxtp_1"
export IMPL_adder_share_pct=1.15
export IMPL_place_gp_congestion=0.827
export IMPL_critPathLaunchType="flop"
export IMPL_wirelength_um=4390
export IMPL_mux_share_pct=0.461
export IMPL_firstDrtPassIters=4
export IMPL_crit_fanout=14
export IMPL_post_route_cell_area_mm2=0.00240
export IMPL_post_route_period_util_pct=42.9
export IMPL_status="finished clean"
export IMPL_die_area_mm2=0.00461
export IMPL_simple_gate_share_pct=36.0
export IMPL_synth_cells=255
export IMPL_io_pin_count=11
export IMPL_n_antenna_cell=0
export IMPL_comb_power_share_pct=0.3
export IMPL_p_switching_w=0.0000920
export IMPL_path_buffers=1
export IMPL_use_met1_pct=33.0
export IMPL_drive_gt1_share_pct=6.84
export IMPL_path_class="flop to output port"
export IMPL_warnings=27
export IMPL_path_cells="clkdlybuf4s50_1"
export IMPL_syn_to_final_growth_pct=10.8
export IMPL_crit_family="flip-flops"
export IMPL_edf_count=0
export IMPL_grt_pass1_wl_um=7330
export IMPL_cts_max_path_buffers=2
export IMPL_numCtsBuffers=5
export IMPL_ys_cells=255
export IMPL_cts_tree="done"
export IMPL_clockRootBuffer="clkbuf_8"
export IMPL_ir_worst_vdd_mv=0.129
export IMPL_antenna_found_initial=0
export IMPL_synth_chip_area_mm2=0.00217
export IMPL_p_per_area_mw_per_mm2=191
export IMPL_syn_area_per_cell_um2=8.51
export IMPL_hold_viol=0
export IMPL_untimed_endpoints=13
export IMPL_cts_htree_levels=2
export IMPL_place_area_mm2=0.00229
export IMPL_max_slew_margin_rel_pct=54.7
export IMPL_synth_main_ff_cell="dfxtp_1"
export IMPL_layout_min_cycle_time_ns=2.62
export IMPL_finalSetupViolCount=0
export IMPL_grt_util_met3_pct=4.39
export IMPL_cts_clk_slew_worst_paths_ns=0.08
export IMPL_wire_per_inst_um=14.0
export IMPL_required_ns=4.88
export IMPL_port_buffers=10
export IMPL_die_w_um=67.9
export IMPL_xor_area_share_pct=8.47
export IMPL_yosys_warnings=3
export IMPL_grt_overflow_total=0
export IMPL_dp_hpwl_um=3120
export IMPL_grt_max_degree=33
export IMPL_cts_hold_buf=0
export IMPL_aoi_share_pct=10.2
export IMPL_max_freq_mhz=382
export IMPL_viasPerCell=5.75
export IMPL_drtAntennaViolNets=0
export IMPL_gr_usage_met2_pct=33.2
export IMPL_unclocked_regs=8
export IMPL_grt_pass1_vias=1550
export IMPL_rows=23
export IMPL_core_area_mm2=0.00409
export IMPL_seqPwrFrac_pct=52.9
export IMPL_initial_utilization_pct=53.1
export IMPL_drc=0
export IMPL_topCombFamilyByArea="simple AND/OR/NAND/NOR gates"
export IMPL_syn_area_mm2=0.00217
export IMPL_clock_skew_ns=0.00557
export IMPL_worst_pin_slew_ns=0.670
export IMPL_rsz0062_at_grt="false"
export IMPL_drt_initial_drc_count=88
export IMPL_synth_distinct_cells=49
export IMPL_grt_usage_pct=21.5
export IMPL_busiest_layer="met2"
export IMPL_cpPeakStageDelay_ns=0.57
cell families (layout without fill, tap and decap cells):
logic type | count (synthesis) | count (layout)
multiplexers | 1 | 1
AND/OR/NAND/NOR | 126 | 126
adder cells (fa/ha/maj) | 2 | 2
XOR/XNOR | 21 | 21
flip-flops | 37 | 37
AND-OR/OR-AND | 38 | 38
buffers and inverters | 22 | 30
latches | 8 | 8
area by class of cell:
cell class | count | area, um2
flip-flops and latches | 45 | 861
clock buffers | 6 | 72.6
clock inverters | 2 | 38.8
repair buffers | 11 | 108
multi-input cells | 188 | 1220
inverters | 11 | 41.3
well taps | 50 | 62.6
fillers | 382 | 1680
routing by layer:
metal  share of wire, %  wire, um
met3                4.0       176
met2                 44      1950
met4               0.93        41
met5                  0         0
met1                 51      2220
state kept, by name, indices dropped and copies added, names as in the netlist:
name and count:
Count 31, FSM.RstCount 1, FSM.farmSignal 2, FSM.highwaySignal 2
FSM.nextState 3, FSM.state 3, syncRst.buff0 1, syncRst.buff1 1
syncRst.buff2 1
path summary, 6_finish.rpt:
| kind | from | endpoint | slack, ns | cells past startpoint |
|---|---|---|---|---|
| worst max-delay path | FSM.state[0] | JB[0] | 3.48 | 1 |
| worst min-delay path | syncRst.buff0 | syncRst.buff1 | 0.33 | 0 |
| worst max register to register | Count[0] | Count[28] | 3.88 | 6 |
| worst min register to register | syncRst.buff0 | syncRst.buff1 | 0.33 | 0 |
through the flow:
stage,power (W),util [%],instances,hold WS (ns)
after floorplan,0.000248,-,255,0.310
after global placement,0.000250,56.1,305,0.313
after detailed placement,0.000250,56.1,305,0.316
after CTS,0.000466,58.8,313,0.335
after global routing,0.000474,58.8,313,0.339
final,0.000458,58.8,313,0.333
power by group through the flow:
stage	Clock, W	Combinational [W]	Sequential [W]
final	0.000214	0.00000154	0.000243
after global routing	0.000230	0.00000163	0.000243
after CTS	0.000222	0.00000160	0.000243
cells in the mapped netlist, types with 5 or more instances:
library cell / number / share of area, %
a21oi_1: 11 / 2.5
clkbuf_1: 8 / 1.4
dfxtp_1: 37 / 34
dlxtn_1: 8 / 5.5
inv_1: 11 / 1.9
nand2_1: 17 / 2.9
nand3_1: 12 / 2.8
nand4_1: 11 / 3.2
nor2_1: 30 / 5.2
nor3_1: 7 / 1.6
nor4_1: 5 / 1.4
o21ai_0: 7 / 1.6
o21ai_1: 5 / 1.2
or3_1: 8 / 2.3
xnor2_1: 7 / 2.8
xor2_1: 14 / 5.6
placed cells by master, fill, tap and decap left out, types with 3 or more instances in the layout:
master	count
clkdlybuf4s50_1	10
nor3_1	7
dlxtn_1	8
o22ai_1	3
clkbuf_8	5
o21ai_1	5
o21ai_0	7
xor2_1	14
nor4_4	3
a21oi_1	11
xnor2_1	7
dfxtp_1	37
nand2_1	17
and2_1	3
nor2b_1	4
nor4_1	5
and4_1	3
nand3_1	12
nor2_1	30
nand4_1	11
or3_1	8
inv_1	11
nor3b_1	3
a31oi_1	4
Power is estimated from default activity; no workload was simulated.
